[./config.mk]
export PLATFORM = sky130hd
export DESIGN_NAME = dff_1b
export DESIGN_NICKNAME = dff_1b
export VERILOG_FILES = /design/flow/design.v
export SDC_FILE = /design/flow/constraint.sdc
export NUM_CORES = 4
export LEC_CHECK = 1
export CORE_AREA = 10 10 95 95
export DIE_AREA = 0 0 105 105
[./constraint.sdc]
current_design dff_1b

set clk_period 1.0
set clk_io_pct 0.2

create_clock -name clk0 -period $clk_period [get_ports {clk}]

set non_clock_inputs [all_inputs -no_clocks]
set_input_delay [expr $clk_period * $clk_io_pct] -clock clk0 $non_clock_inputs
set_output_delay [expr $clk_period * $clk_io_pct] -clock clk0 [all_outputs]
[./design.v]
module inst_mem(
    output [31:0] inst,
    input  [31:0] inst_data,
    input  [6:0] PC, inst_addr,
    input  clk, rst, inst_wen
);
reg [31:0] inst_reg [0:127];
assign inst = inst_reg[PC];
always @ (posedge clk) begin
    if (rst) begin
        inst_reg[0]   <= 32'b0;
        inst_reg[1]   <= 32'b0;
        inst_reg[2]   <= 32'b0;
        inst_reg[3]   <= 32'b0;
        inst_reg[4]   <= 32'b0;
        inst_reg[5]   <= 32'b0;
        inst_reg[6]   <= 32'b0;
        inst_reg[7]   <= 32'b0;
        inst_reg[8]   <= 32'b0;
        inst_reg[9]   <= 32'b0;
        inst_reg[10]  <= 32'b0;
        inst_reg[11]  <= 32'b0;
        inst_reg[12]  <= 32'b0;
        inst_reg[13]  <= 32'b0;
        inst_reg[14]  <= 32'b0;
        inst_reg[15]  <= 32'b0;
        inst_reg[16]  <= 32'b0;
        inst_reg[17]  <= 32'b0;
        inst_reg[18]  <= 32'b0;
        inst_reg[19]  <= 32'b0;
        inst_reg[20]  <= 32'b0;
        inst_reg[21]  <= 32'b0;
        inst_reg[22]  <= 32'b0;
        inst_reg[23]  <= 32'b0;
        inst_reg[24]  <= 32'b0;
        inst_reg[25]  <= 32'b0;
        inst_reg[26]  <= 32'b0;
        inst_reg[27]  <= 32'b0;
        inst_reg[28]  <= 32'b0;
        inst_reg[29]  <= 32'b0;
        inst_reg[30]  <= 32'b0;
        inst_reg[31]  <= 32'b0;
        inst_reg[32]  <= 32'b0;
        inst_reg[33]  <= 32'b0;
        inst_reg[34]  <= 32'b0;
        inst_reg[35]  <= 32'b0;
        inst_reg[36]  <= 32'b0;
        inst_reg[37]  <= 32'b0;
        inst_reg[38]  <= 32'b0;
        inst_reg[39]  <= 32'b0;
        inst_reg[40]  <= 32'b0;
        inst_reg[41]  <= 32'b0;
        inst_reg[42]  <= 32'b0;
        inst_reg[43]  <= 32'b0;
        inst_reg[44]  <= 32'b0;
        inst_reg[45]  <= 32'b0;
        inst_reg[46]  <= 32'b0;
        inst_reg[47]  <= 32'b0;
        inst_reg[48]  <= 32'b0;
        inst_reg[49]  <= 32'b0;
        inst_reg[50]  <= 32'b0;
        inst_reg[51]  <= 32'b0;
        inst_reg[52]  <= 32'b0;
        inst_reg[53]  <= 32'b0;
        inst_reg[54]  <= 32'b0;
        inst_reg[55]  <= 32'b0;
        inst_reg[56]  <= 32'b0;
        inst_reg[57]  <= 32'b0;
        inst_reg[58]  <= 32'b0;
        inst_reg[59]  <= 32'b0;
        inst_reg[60]  <= 32'b0;
        inst_reg[61]  <= 32'b0;
        inst_reg[62]  <= 32'b0;
        inst_reg[63]  <= 32'b0;
        inst_reg[64]  <= 32'b0;
        inst_reg[65]  <= 32'b0;
        inst_reg[66]  <= 32'b0;
        inst_reg[67]  <= 32'b0;
        inst_reg[68]  <= 32'b0;
        inst_reg[69]  <= 32'b0;
        inst_reg[70]  <= 32'b0;
        inst_reg[71]  <= 32'b0;
        inst_reg[72]  <= 32'b0;
        inst_reg[73]  <= 32'b0;
        inst_reg[74]  <= 32'b0;
        inst_reg[75]  <= 32'b0;
        inst_reg[76]  <= 32'b0;
        inst_reg[77]  <= 32'b0;
        inst_reg[78]  <= 32'b0;
        inst_reg[79]  <= 32'b0;
        inst_reg[80]  <= 32'b0;
        inst_reg[81]  <= 32'b0;
        inst_reg[82]  <= 32'b0;
        inst_reg[83]  <= 32'b0;
        inst_reg[84]  <= 32'b0;
        inst_reg[85]  <= 32'b0;
        inst_reg[86]  <= 32'b0;
        inst_reg[87]  <= 32'b0;
        inst_reg[88]  <= 32'b0;
        inst_reg[89]  <= 32'b0;
        inst_reg[90]  <= 32'b0;
        inst_reg[91]  <= 32'b0;
        inst_reg[92]  <= 32'b0;
        inst_reg[93]  <= 32'b0;
        inst_reg[94]  <= 32'b0;
        inst_reg[95]  <= 32'b0;
        inst_reg[96]  <= 32'b0;
        inst_reg[97]  <= 32'b0;
        inst_reg[98]  <= 32'b0;
        inst_reg[99]  <= 32'b0;
        inst_reg[100] <= 32'b0;
        inst_reg[101] <= 32'b0;
        inst_reg[102] <= 32'b0;
        inst_reg[103] <= 32'b0;
        inst_reg[104] <= 32'b0;
        inst_reg[105] <= 32'b0;
        inst_reg[106] <= 32'b0;
        inst_reg[107] <= 32'b0;
        inst_reg[108] <= 32'b0;
        inst_reg[109] <= 32'b0;
        inst_reg[110] <= 32'b0;
        inst_reg[111] <= 32'b0;
        inst_reg[112] <= 32'b0;
        inst_reg[113] <= 32'b0;
        inst_reg[114] <= 32'b0;
        inst_reg[115] <= 32'b0;
        inst_reg[116] <= 32'b0;
        inst_reg[117] <= 32'b0;
        inst_reg[118] <= 32'b0;
        inst_reg[119] <= 32'b0;
        inst_reg[120] <= 32'b0;
        inst_reg[121] <= 32'b0;
        inst_reg[122] <= 32'b0;
        inst_reg[123] <= 32'b0;
        inst_reg[124] <= 32'b0;
        inst_reg[125] <= 32'b0;
        inst_reg[126] <= 32'b0;
        inst_reg[127] <= 32'b0;
    end
    else if (inst_wen) begin
        inst_reg[inst_addr] <= inst_data;
    end
end
endmodule
module dff_1b(
    output reg [31:0] Q, 
    input  [31:0] D, 
    input  clk, rst, wen, select
);
always @ (posedge clk) begin
    if (rst) begin
        Q <= 32'b0;
    end
    else if (select) begin
        if (wen) begin
            Q <= D;
        end
    end
end
endmodule
[./run.sh]
#!/bin/bash
# OpenROAD 26Q1-2900-gdf79404cd8, Yosys 0.63+post, stock flow scripts
make -C /OpenROAD-flow-scripts/flow DESIGN_CONFIG=/design/flow/config.mk WORK_HOME=/design/flow/orfs finish
==> impl_metrics.yaml <==
# implementation run metrics
clocking:
  tritoncts: "built"
  clock_latency_ns: 0.27
  clockBufferDepth: 2
  cts-buffers-inserted: 5
  cts_max_level: 2
  cts-root-buf: "clkbuf_8"
  clkTransAtPathRegs_ns: 0.07
  clock-sinks: 32
floorplanning:
  rows: 30
  core_sq_mm: 0.00691
  initCoreUtil_pct: 22.0
  die-area_sq_mm: 0.0110
  die_h_microns: 105
  die_width_microns: 105
  io_pins: 68
yosys:
  ys_cells: 145
  yosysTopAreaCell: "dfxtp_1"
  yosys_warnings: 1
  yosys-top-cells-area: "dfxtp_1, a21bo_1, a21oi_2"
  syn_area_sq_mm: 0.00152
  ys_ff: 32
  synth_top_area_share_pct: 42.1
  synth.distinct_cells: 9
  ys_chip_area_sq_mm: 0.00152
  syn_avg_cell_area_sq_um: 10.5
  yosys.stat.seqShare_pct: 42.1
  netlist_instances: 145
global_route:
  grt_max_degree: 34
  grt_overflow_total: 0
  grt_pass1_wl_mm: 6.94
  antenna_found_initial: 0
  grt_pass1_vias: 1320
  track_usage_pct: 7.42
setup_path:
  critPathRequiredTime_ns: 0.80
  path_cells: "clkdlybuf4s15_1"
  crit_fanout: 2
  critPathTopFamily: "flip-flops"
  cp-start-kind: "flop"
  worst_setup_path_end_kind: "output pin"
  cp_slowest_cell: "dfxtp_2"
  crit_type: "flop to output pin"
  arrival_ns: 0.76
  slowest_delay_ns: 0.32
  cp_num_buf_inv: 1
run_status:
  status: "finished, final reports clean"
final_timing:
  grt_setup_unrepaired: "false"
  layout_setup_ws_ns: 0.0416
  fin_setup_tns_ns: 0
  relSlewSlack_pct: 84.7
  fin_worst_skew_ns: 0
  report.final.setup_viol: 0
  hold_violations: 0
  period_used_pct: 95.8
  worst-slew-pin-transition_ns: 0.230
  fin_crit_ns: 0.958
  drv_slew: 0
  clock.fmax_mhz: 1040
run:
  max-cap-violations: 0
  warnings: 25
layout:
  largest_reg_flops: 32
  reg_top3: "Q x32"
  areaGrowthSynthToFinish_pct: 48.2
  drive_above_1_share_pct: 52.4
  fin_cells: 306
  utilization_pct: 32.7
  top_register: "Q"
detailed_routing:
  drc: 0
  vias: 1253
  drt_wl_total_mm: 4.20
  routedWlPerCell_microns: 13.7
  drtIter0Drc: 26
  dr.pass1.iters: 4
  antenna_cells: 0
  ant_nets: 0
  viasPerCell: 4.09
power:
  leakage_nw: 0.869
  ir_drop_mv: 0.588
  p_per_area_mw_per_mm2: 1270
placement:
  dp_hpwl_mm: 2.82
  port-buffer-count: 67
  place_congestion: 0.673
  pre_cts_ws_ns: 0.00199
  dp.cells: 296
worst_hold_path:
  min_path_type: "primary input to flop"
area by class of cell:
type | count | area, sq um
fillers | 733 | 4650
repair buffers | 74 | 621
clock buffers | 8 | 90.1
flip-flops and latches | 32 | 681
well taps | 96 | 120
multi-input cells | 96 | 746
per-stage QoR:
step,hold slack [ns],cell area (sq um),power [W]
after CTS,0.330,2360,0.00299
after detailed placement,0.565,2260,0.00193
after floorplan,0.269,1520,0.00163
after global placement,0.558,2260,0.00192
after global routing,0.341,2260,0.00307
final,0.344,2260,0.00288
kinds of logic after synthesis:
group	synth area share [%]
flip-flops	42.1
AND-OR/OR-AND	38.5
buffers and inverters	8.96
AND/OR/NAND/NOR	10.5
repair_timing:
action	4_1_cts	5_1_grt
buffers inserted	1	1
resized	105	23
endpoints found under the setup margin	32	23
cloned	0	0
hold buffers	0	0
pin swaps	0	0
synthesized netlist by cell type:
library cell	number
a21oi_1	4
nand3_1	32
buf_2	7
a21bo_1	28
buf_6	7
buf_4	3
a21oi_2	28
dfxtp_1	32
a21bo_2	4
path summary, 6_finish.rpt:
check | start | end | slack [ns] | depth (start not counted)
worst max-delay path | Q[27] | Q[27] | 0.04 | 1
worst min-delay path | rst | Q[8] | 0.34 | 3
worst max register to register | Q[13] | Q[13] | 0.20 | 3
worst min register to register | Q[30] | Q[30] | 0.57 | 2
report_power, final:
part / switching, W / internal (W)
Clock: 0.000463 / 0.000561
Combinational: 0.000197 / 0.000286
Sequential: 0.0000236 / 0.00134
layout by cell type (no fill, tap or decap):
cell              n
a21bo_1          28
a21oi_2          28
buf_4             2
a21oi_1           4
a21bo_2           4
clkdlybuf4s15_1   2
clkbuf_1          2
clkbuf_2         23
clkbuf_8          6
clkdlybuf4s50_1  32
dfxtp_2          32
buf_2            10
nand3_1          32
buf_12            5
routing by layer:
| layer | share of wire, % | vias up | GRT usage [%] |
|---|---|---|---|
| li1 | - | 644 | - |
| met1 | 48 | 569 | 10.1 |
| met2 | 43 | 38 | 11.2 |
| met3 | 8.2 | 2 | 3.11 |
| met4 | 0.55 | 0 | 0.784 |
| met5 | 0 | - | 0 |
Power and IR drop assume default switching activity.
